`flow/run.sh`:
```
#!/bin/bash
# OpenROAD 26Q1-2900-gdf79404cd8, Yosys 0.63+post, stock flow scripts
make -C /OpenROAD-flow-scripts/flow DESIGN_CONFIG=/design/flow/config.mk WORK_HOME=/design/flow/orfs finish
```
`flow/config.mk`:
```
export PLATFORM = sky130hd
export DESIGN_NAME = averager256
export DESIGN_NICKNAME = averager256
export VERILOG_FILES = /design/flow/design.v
export SDC_FILE = /design/flow/constraint.sdc
export NUM_CORES = 4
export LEC_CHECK = 1
export CORE_UTILIZATION = 50
```
`flow/constraint.sdc`:
```
current_design averager256

set clk_period 6.1
set clk_io_pct 0.2

create_clock -name clk0 -period $clk_period [get_ports {clk}]

set non_clock_inputs [all_inputs -no_clocks]
set_input_delay [expr $clk_period * $clk_io_pct] -clock clk0 $non_clock_inputs
set_output_delay [expr $clk_period * $clk_io_pct] -clock clk0 [all_outputs]
```
`flow/design.v`:
```
module averager256
 #(parameter int  
     N    = 8,    
     X    = 4,    
     bits = 11)   
  (input  logic          clk,
                         EN,       
                         reset_n,
   input  logic [bits-1:0] Din,      
   output logic [bits-1:0] Q);       
   logic [bits-1:0] ff [2**N:0];  
	logic [bits+N-1:0] sum;          
	assign Q = sum[bits+N-1:N];      
   always_ff @(posedge clk, negedge reset_n) begin
	   if(!reset_n) begin
			sum <= 0;
			for(int i = 0; i <= 2**N; i++)
		      ff[i] <= 0;
		end
	   else begin
		   if(EN) begin
		      for(int i = 0; i < 2**N; i++)
		         ff[i] <= ff[i+1];          
		      ff[2**N] <= Din;            
			   sum <= sum + ff[2**N] - ff[0];     
         end				
	   end
   end	
endmodule     
```
==> out/metrics.cfg <==
[timing]
clock_skew_ps = 24.3
report.final.hold_viol_count = 0
rsz0062_at_grt = no
worst_pin_slew_ps = 783
finalCriticalPeriod_ps = 3050
slew_headroom_pct = 47.8
setup-tns-final_ps = 0
slew_viol_final = 0
finalSetupViolations = 0
finalCritPeriodShare_pct = 50.0
fmaxAchievable_ghz = 0.328
holdWs_ps = 258

[logic_synthesis]
netlist_instances = 6230
ys_seq_elements = 2846
avgSynthCellArea_um2 = 17.0
synth_area_um2 = 106000
yosys_cells = 6230
ys_area_um2 = 106000
synth_seq_share_pct = 67.1
synthDistinctLibCells = 44
yosys_warnings = 2

[power]
p_per_area_nw_per_um2 = 346
finalPower_mw = 41.2
p_leak_nw = 61.0
ir_drop_mv = 0.297

[setup_path]
worst-path-buf-inv = 1
crit_arrival_ps = 1830
path_class = flip-flop to output pin
end_kind = output pin
crit_slowest_cell = clkdlybuf4s50_1
crit_chain = clkdlybuf4s50_1
cpPeakStageDelay_ps = 500
cp_max_fo = 7
required_ps = 4880
crit_family = buffers and inverters
crit_path_start_kind = flip-flop

[floorplanning]
ios = 25
die-area_um2 = 214000
rows = 168
coreArea_um2 = 210000
die.size.y_um = 463
die_width_um = 463
initial_core_util_pct = 50.5

[clock_tree]
numCtsBuffers = 310
cts_setup_buffers = 0
path_clk_slew_ps = 60
cts_hold_buf = 0
cts.sinks = 2846
clockBufferDepth = 4
clkLatencyLatePin_ps = 880
clock-root-buffer = clkbuf_16
cts_resized = 0
cts_tree = done
htree_levels = 5

[placed_design]
port_buffers = 24
place.gp.congestion = 0.753
dp_hpwl_um = 67100

[cells_and_area]
syn_to_final_growth_pct = 12.2
final_common_cell = dfrtp_1
layout_top_cells = 2846 x dfrtp_1, 2817 x mux2_2, 317 x clkbuf_16, 76 x clkbuf_1, 64 x clkbuf_8
final_util_pct = 56.6
drive_gt1_share_pct = 51.4

[grt]
grt.overflow.total = 0
grt_pass1_wl_um = 242000
first_global_vias = 51400
grt_usage_pct = 13.6
grt_start_max_net_pins = 139
antenna_found_initial = 1

[route]
postRouteAntennaNets = 0
wl_um = 130000
first_pass_iters = 4
drc_errors = 0
drtIter0Drc = 2384
via_count = 48000
wl_per_cell_um = 13.9
avgViaCountPerCell = 5.15

[hold_path]
hold_path_class = primary input to asynchronous set/reset pin

[status]
status = completed

[flow_run]
warning_count = 79
drv_cap = 0

stage by stage:
step           std cells  setup slack [ps]  instance area [µm²]
4_1_cts             9328              2960               119000
5_1_grt             9329              2950               119000
3_5_place_dp        8805              2450               109000
3_3_place_gp        8805              2470               109000
2_1_floorplan       6230              3620               106000
6_report            9329              3050               119000
per-layer routing:
metal / GRT usage (%) / wire length (µm) / vias to the layer above
li1: - / - / 22300
met1: 22.7 / 63800 / 24900
met2: 19.6 / 57000 / 441
met3: 2.51 / 4880 / 345
met4: 3.88 / 4430 / 0
met5: 0 / 0 / -
cell families after synthesis:
| family | Yosys count | synth area share, % |
|---|---|---|
| AND-OR/OR-AND | 79 | 0.525 |
| XOR/XNOR | 9 | 0.0742 |
| adder cells (fa/ha/maj) | 30 | 0.431 |
| buffers and inverters | 387 | 1.75 |
| flip-flops | 2846 | 67.1 |
| multiplexers | 2823 | 29.9 |
| AND/OR/NAND/NOR | 56 | 0.239 |
final timing paths:
path / from / end / slack, ps / cells after the start
setup reg to reg: sum[8] / sum[17] / 3310 / 10
min in group clk0: sum[18] / sum[18] / 470 / 1
max in group asynchronous: reset_n / ff[189][0] / 4050 / 3
hold / removal: reset_n / ff[166][10] / 260 / 1
setup / recovery: sum[17] / Q[9] / 3050 / 1
hold reg to reg: sum[18] / sum[18] / 470 / 1
cells in the mapped netlist:
cell type | instances | share of area, %
dfrtp_1 | 2846 | 67
mux2_2 | 2817 | 30
buf_2 | 287 | 1.4
inv_1 | 56 | 0.20
clkbuf_1 | 32 | 0.11
nand2_1 | 24 | 0.085
o21ai_0 | 20 | 0.094
ha_1 | 19 | 0.22
a21oi_1 | 12 | 0.057
buf_4 | 11 | 0.078
fa_1 | 11 | 0.21
nor2_1 | 11 | 0.039
a21o_1 | 10 | 0.071
o21ai_1 | 7 | 0.033
mux2i_1 | 6 | 0.057
nand3_1 | 6 | 0.028
xnor2_1 | 6 | 0.049
o21a_1 | 5 | 0.035
a211oi_2 | 4 | 0.047
nor3_1 | 4 | 0.019
nor4_1 | 3 | 0.018
xor2_1 | 3 | 0.025
a211oi_1 | 2 | 0.014
a31oi_1 | 2 | 0.012
nand4_1 | 2 | 0.012
o2111ai_1 | 2 | 0.016
o211ai_2 | 2 | 0.024
o21bai_1 | 2 | 0.014
o31ai_1 | 2 | 0.014
or3_1 | 2 | 0.012
a2111oi_0 | 1 | 0.0082
a22oi_1 | 1 | 0.0071
a311oi_1 | 1 | 0.0082
a31oi_2 | 1 | 0.012
and3_1 | 1 | 0.0059
buf_6 | 1 | 0.011
nand3_2 | 1 | 0.0094
nor2_2 | 1 | 0.0059
o2111ai_4 | 1 | 0.025
o21ai_2 | 1 | 0.0082
o22ai_1 | 1 | 0.0059
o31a_1 | 1 | 0.0082
o31ai_2 | 1 | 0.012
or2_2 | 1 | 0.0059
state kept, by name (all words and copies together), names as in the netlist:
| name | flops |
|---|---|
| sum | 19 |
| ff | 2827 |
area by class of cell:
class                   instances  area [µm²]
fillers                     15800       91200
flip-flops and latches       2846       71200
multi-input cells            2997       33100
clock buffers                 457        9100
well taps                    2805        3510
repair buffers                101        1280
clock inverters                66         722
inverters                      56         210
diodes                          1        2.50
report_power, final:
group | total, mW | switching (mW) | internal [mW]
Clock | 17.8 | 6.93 | 10.9
Sequential | 20.3 | 0.450 | 19.9
Combinational | 3.11 | 1.58 | 1.54
